==> flow/config.mk <==
export PLATFORM = sky130hd
export DESIGN_NAME = karatsaub
export DESIGN_NICKNAME = karatsaub
export VERILOG_FILES = /design/flow/design.v
export SDC_FILE = /design/flow/constraint.sdc
export NUM_CORES = 4
export LEC_CHECK = 1
export CORE_UTILIZATION = 40
==> flow/constraint.sdc <==
current_design karatsaub

set clk_period 23.4
set clk_io_pct 0.2

create_clock -name clk0 -period $clk_period [get_ports {clk}]

set non_clock_inputs [all_inputs -no_clocks]
set_input_delay [expr $clk_period * $clk_io_pct] -clock clk0 $non_clock_inputs
set_output_delay [expr $clk_period * $clk_io_pct] -clock clk0 [all_outputs]
==> flow/design.v <==
`timescale 1ns / 1ps
module MBA 
#(
    parameter LOGQ       = 64,
    parameter IS_Q_FIXED = 0,
    parameter Q          = 64'd18446744069414584321,
    parameter DELAY_ADD  = 2,   
    parameter DELAY_SUB  = 2,   
    parameter DELAY_MUL  = 2, 
    parameter DELAY_RED  = 3,
    parameter DELAY_BRAM = 1,  
    parameter DELAY_BROM = 1,  
    parameter DELAY_FIFO = 1   
)(
    input                 clk,
    input                 rst,
    input  [LOGQ/4:0]     in_a,
    input  [LOGQ/4:0]     in_b,
    output  reg [LOGQ/2:0] out_c
);
 reg [LOGQ/2:0] ans[LOGQ/8:0];
   reg [LOGQ/2:0] extended_a_r;
   reg [LOGQ/2-1: 0]extended_b_r;  
    integer i;
    reg [LOGQ/2:0] out1,out2,out3,out4;
    reg [ 2 : 0] lookme [LOGQ/8:0];
    always @(posedge clk or posedge rst) begin
        if (rst) begin
            extended_a_r <= 0;
            extended_a_r <= 0;
            end
        else 
            begin 
              extended_a_r <= {{LOGQ{1'b0}}, in_a}; 
             extended_b_r <= in_b;
                end
     end
    generate 
                for ( genvar m=0; m<= LOGQ/4 ; m= m+2) begin
                        always @ (posedge clk) begin
                        lookme[m/2] = {extended_b_r[m+1], extended_b_r[m], ((m == 0) ? 1'b0 : extended_b_r[m-1])};
                                 end
                        end
     endgenerate
   always@(posedge clk) begin
     for(i = 0; i < LOGQ/8; i = i+2) begin
                     case(lookme[i/2])
                         3'b001, 3'b010, 3'b101, 3'b110 : begin
                             ans[i/2] = extended_a_r << i;
                         end
                         3'b011,3'b100: begin
                             ans[i/2] = extended_a_r << (i + 1);
                         end
                         default: ;
                     endcase
                 end
             end
   always@ (posedge clk) begin
        for (i= LOGQ/8 ; i<= LOGQ/4 ; i = i+2) begin
            case(lookme[i/2])
                         3'b001, 3'b010, 3'b101, 3'b110 : begin
                             ans[i/2] = extended_a_r << i;
                         end
                         3'b011,3'b100: begin
                             ans[i/2] = extended_a_r << (i + 1);
                         end
                         default: ;
                     endcase
            end          
end
 always@(posedge clk) begin
  out1 =0;
     for(i = 0; i < LOGQ/8; i = i+2) begin
      case (lookme[i/2])
                      3'b001, 3'b010,3'b011: begin
                      out1 = out1 + ans[i/2];
                      end
                      3'b101, 3'b110, 3'b100  : begin
                      out1 = out1 - ans[i/2];
                      end
                     default: ;
                     endcase
               end
         end 
 always@(posedge clk) begin 
 out4  = 0 ;
    for (i =LOGQ/8; i <= LOGQ/4 ; i= i +2) begin
       case (lookme[i/2])
                      3'b001, 3'b010,3'b011: begin
                      out4 = out4 + ans[i/2];
                      end
                      3'b101, 3'b110, 3'b100  : begin
                      out4 = out4 - ans[i/2];
                      end
                     default: ;
                     endcase
               end
    end  
 always @ (posedge clk) begin
     out_c <= out1 +out4;
 end
  endmodule
`timescale 1ns / 1ps
module karatsaub 
#(
    parameter LOGQ       = 64,
    parameter IS_Q_FIXED = 0,
    parameter Q          = 64'd18446744069414584321,
    parameter DELAY_ADD  = 2,   
    parameter DELAY_SUB  = 2,   
    parameter DELAY_MUL  = 2, 
    parameter DELAY_RED  = 3,
    parameter DELAY_BRAM = 1,  
    parameter DELAY_BROM = 1,  
    parameter DELAY_FIFO = 1   
)(
    input                 clk,
    input                 rst,
    input  [LOGQ/2-1:0]     in_a,
    input  [LOGQ/2-1:0]     in_b,
    output reg [(LOGQ)-1:0] out_c
);
reg [(LOGQ)-1:0] z1,inter4;
 reg [LOGQ/4:0] x1, x0, y1, y0;
   always @(posedge clk or posedge rst) begin
        if (rst) begin 
            x0 <= 0;
            x1 <= 0;
            y0 <= 0;
            y1 <= 0;
        end else begin
            x0 <= in_a[(LOGQ/4)-1:0];
            x1 <= in_a[(LOGQ/2)-1:(LOGQ/4)];
            y0 <= in_b[(LOGQ/4)-1:0];
            y1 <= in_b[(LOGQ/2)-1:(LOGQ/4)];
        end
    end 
    wire [LOGQ/2 : 0] z0_wire,z2_wire,z3_wire;
    MBA #(.LOGQ(LOGQ)) inst1 (.clk(clk),.rst(rst),.in_a(x0),.in_b(y0),.out_c(z0_wire));
    MBA #(.LOGQ(LOGQ)) inst2 (.clk(clk),.rst(rst),.in_a(x1),.in_b(y1),.out_c(z2_wire));
    MBA #(.LOGQ(LOGQ)) inst3 (.clk(clk),.rst(rst),.in_a(x0+x1),.in_b(y0+y1),.out_c(z3_wire));
 always @( posedge clk or posedge rst) begin
    if(rst) begin
    inter4  <=  0;
    z1 <= 0 ;
    end
        else begin
        inter4 <= -(z2_wire +  z0_wire) ;
         z1 <= z3_wire + inter4;
    end
   end 
    always @( posedge clk or posedge rst) begin
    if(rst) begin
     out_c <= 0 ;
    end
    else begin
     out_c <= (z2_wire << LOGQ/2) + (z1 << (LOGQ/4)) + z0_wire;
    end
  end
 endmodule
==> flow/run.sh <==
#!/bin/bash
# OpenROAD 26Q1-2900-gdf79404cd8, Yosys 0.63+post, stock flow scripts
make -C /OpenROAD-flow-scripts/flow DESIGN_CONFIG=/design/flow/config.mk WORK_HOME=/design/flow/orfs finish
==> impl.org <==
#+TITLE: Physical design notes

** Synthesis
- Chip area from the yosys synthesis statistics :: 80970 um2
- Yosys reported that registers with async set or reset make up 24.62%.
- Number of cells in Yosys stat :: 8618
- The synthesized netlist devotes 17.94% of its cell area to compound gates.
- The number of different library cells used by synthesis comes to 109.
- For reference, simple AND, OR, NAND and NOR cells occupy 13.99% of the area reported after synthesis.
- Syn Area/Cell :: 9.396 um2
- For this run, the leading register cell type out of synthesis is sky130_fd_sc_hd__edfxtp_1.
- In this run, synthesis produced a sequential element count of 1109.
- For this run, the register share of the synthesized area comes to 35.46%.
- Number of enable-type register cells in the synthesized netlist :: 514
- XOR Share, Synth :: 9.551%
- Cell area after synthesis :: 80970 um2
- Of the combinational cells, the family taking the most area is AND-OR/OR-AND gates.
- Yosys reports the multiplexer fraction of the synthesized area as 6.955%.
- In this run, the synthesized area fraction spent on adder and majority cells is recorded as 12.79%.
- Number of warnings issued by yosys :: 4
- Synthesis handed over a netlist of 8618 instances.

** Placement
- The final weighted congestion recorded by global placement is 0.9442.
- Sum of net half-perimeters after detailed placement :: 177.4 mm
- Area of placed instances :: 85540 um2
- Prior to clock tree synthesis, the placed netlist has a worst setup slack of 13.66 ns.
- Port-buffer cells :: 129

** Floorplanning
- The total area inside the core boundary comes to 200500 um2.
- Die Y :: 451.9 um
- Share of the core filled by cells before placement :: 40.39%
- The chip occupies 204200 um2.
- The horizontal die dimension reported for this design is 451.9 um.
- IO Pins :: 130
- The initialized floorplan defines 164 standard-cell rows.

** Global routing
- Global routing usage summed across all routing layers :: 23.22%
- The number of global-route vias before repair was 59200.
- Maximum number of pins on one net before global-route repair :: 70
- Total global routing overflow :: 0
- First-pass GRT wire length :: 351.5 mm
- Number of antenna violations at the first check in global routing :: 13

** Finish
- Most used logic cell in the final layout :: sky130_fd_sc_hd__ha_1
- Ratio of cells with drive above 1 in the final layout :: 10.51%
- Compared with the post-synthesis result, the final layout area differs by 11.26%.
- Across the whole layout, storage elements account for 28720 um2.
- Fill cells in the final layout number 18300.
- The top cell types in the final layout, fill and taps aside, are sky130_fd_sc_hd__ha_1 (807), sky130_fd_sc_hd__nor2_1 (722), sky130_fd_sc_hd__a21oi_1 (593), sky130_fd_sc_hd__xnor2_1 (543), sky130_fd_sc_hd__nand2_1 (533).
- The layout report lists the multi-input gate area as 49640 um2.
- Post-Layout Inst Area :: 90090 um2
- For this run, the share of the core covered by cells in the final layout is 44.94%.

** Worst setup path
- For this run, the slowest stage of the critical path takes 0.63 ns.
- The cell family contributing the most delay on the critical path is AND-OR/OR-AND gates.
- Of all nets on the critical path, the largest fanout is 20.
- Kind of capture point of the worst setup path :: register
- Library cell contributing the largest single delay on the critical path :: sky130_fd_sc_hd__a222oi_1
- Crit path required time :: 24.06 ns
- Setup Crit Path Kind :: reg2reg
- Crit start category :: register
- Counting stages on the worst path, the most repeated cell is sky130_fd_sc_hd__a21oi_1.
- Buffers and inverters on the worst path :: 1
- Arrival time worst endpoint :: 10.58 ns

** Detailed routing
- The routed design shows a wire length per standard cell of 19.95 um.
- Antenna-violating nets left :: 0
- Routed via count :: 62860
- The first detailed-routing pass took 6 iterations.
- The detailed router reported a total wirelength of 229.5 mm.
- In the routed design, unresolved DRC markers number 0.
- After the first detailed-routing iteration, the DRC count stood at 4026.
- Per the detail_route report, vias per standard cell equal 5.465.

** Final timing
- In this build the clock could be raised as far as 100.8 MHz.
- Total Negative Setup Slacks :: 0 ns
- Final setup violation count :: 0
- Final count of hold timing violations :: 0
- Period utilisation layout :: 42.41%
- Between clock sinks in the finished design, the worst skew comes to 0.03572 ns.
- Tightest Pin Transition :: 0.9786 ns
- Setup slack closes at 13.48 ns.
- The routed design could run at a clock period as short as 9.923 ns.
- The slew check shows that the tightest pin keeps a relative margin of 34.63%.
- Max-slew violation count :: 0
- RSZ-0062 raised after global routing :: false

** Clock network
- Hold Buf Count CTS :: 0
- TritonCTS created 135 clock buffers.
- On the worst setup and hold paths after CTS, the clock-pin slew comes to 0.06 ns.
- Per the repair_timing log after CTS, setup buffers inserted total 0.
- Root buf cell :: sky130_fd_sc_hd__clkbuf_16
- TritonCTS built the clock tree.
- Sinks on Clock Net :: 1109
- Gates resized during post-CTS repair numbered 0.
- Number of levels the H-tree was split into :: 4
- Clock network latency to the later pin of the worst-skew pair :: 0.80 ns
- Counting along the longest clock path gives a buffer depth of 3.

** Job
- The tool warning count for the run is 40.
- Reported max-cap violation count :: 0

** Min path
- Path category of the worst min-delay check :: reg2reg

** Outcome
- The run finished with clean final reports.
-- per-layer routing --
metal	vias up	global-route usage [%]	share of wire [%]
li1	31740	-	-
met1	29320	34.41	46
met2	1570	35.00	44
met3	233	5.455	6.8
met4	0	6.266	3.3
met5	-	0	0
-- logic make-up (layout without fill, tap and decap cells) --
logic type / after synthesis / in the layout
AND-OR/OR-AND: 2249 / 2249
flip-flops: 1109 / 1109
other: 0 / 11
XOR/XNOR: 870 / 870
adder cells (fa/ha/maj): 821 / 821
buffers and inverters: 709 / 926
multiplexers: 505 / 505
AND/OR/NAND/NOR: 2355 / 2355
-- per-stage QoR --
step                      instances  hold WS, ns
after global routing          11490       0.3219
final                         11500       0.3164
after CTS                     11490       0.3179
after detailed placement      11240       0.3121
after floorplan                8618       0.3096
after global placement        11240       0.3128
-- state kept, by name, summed over array words and instances, names as in the netlist, 33 cells and up --
register	cells
inst3.ans	161
inst1.ans	152
inst2.ans	152
out_c	64
inter4	48
z1	48
inst1.out1	33
inst1.out_c	33
inst2.out1	33
inst2.out_c	33
inst3.out1	33
inst3.out_c	33
-- synthesized netlist by cell type (54+ instances only) --
library cell	n	area [um2]
sky130_fd_sc_hd__xnor2_1	543	4756
sky130_fd_sc_hd__xor2_1	319	2794
sky130_fd_sc_hd__nand2b_1	74	462.9
sky130_fd_sc_hd__nand2_1	533	2001
sky130_fd_sc_hd__inv_1	409	1535
sky130_fd_sc_hd__nor2_1	730	2740
sky130_fd_sc_hd__or3_1	106	663.1
sky130_fd_sc_hd__o21ai_0	522	2613
sky130_fd_sc_hd__a31oi_1	68	425.4
sky130_fd_sc_hd__nor4_1	54	337.8
sky130_fd_sc_hd__dfrtp_1	273	6832
sky130_fd_sc_hd__o21bai_1	66	495.5
sky130_fd_sc_hd__o31ai_1	138	1036
sky130_fd_sc_hd__nor3_1	262	1311
sky130_fd_sc_hd__and2_1	85	531.8
sky130_fd_sc_hd__and3_1	62	387.9
sky130_fd_sc_hd__ha_1	807	10100
sky130_fd_sc_hd__a21oi_1	593	2968
sky130_fd_sc_hd__nor2b_1	82	513.0
sky130_fd_sc_hd__mux2_2	459	5169
sky130_fd_sc_hd__clkbuf_1	254	953.4
sky130_fd_sc_hd__o21a_1	222	1667
sky130_fd_sc_hd__edfxtp_1	514	15430
sky130_fd_sc_hd__a21o_1	170	1276
sky130_fd_sc_hd__nand3_1	161	805.8
sky130_fd_sc_hd__dfxtp_1	322	6446
-- final cells by class --
cell class,instances,area share [%]
clock inverter,58,0.6153
sequential,1109,31.88
multi-input combinational,6800,55.11
timing repair buffer,264,2.556
antenna,11,0.03056
clock buffer,191,4.397
inverter,413,1.729
tap,2656,3.689
-- final timing paths --
| kind | from | to | slack [ns] | depth (start not counted) |
|---|---|---|---|---|
| setup / recovery | inst2.lookme[4][0]$_DFF_P_ | inst2.out4[32]$_DFF_P_ | 13.48 | 43 |
| hold / removal | inst1.out1[3]$_DFF_P_ | inst1.out_c[3]$_DFF_P_ | 0.32 | 0 |
| setup reg to reg | inst2.lookme[4][0]$_DFF_P_ | inst2.out4[32]$_DFF_P_ | 13.48 | 43 |
| hold reg to reg | inst1.out1[3]$_DFF_P_ | inst1.out_c[3]$_DFF_P_ | 0.32 | 0 |
| max in group asynchronous | rst | out_c[16]$_DFF_PP0_ | 16.77 | 5 |
| min in group asynchronous | rst | out_c[38]$_DFF_PP0_ | 4.31 | 2 |
